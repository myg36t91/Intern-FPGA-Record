===== flow/constraint.sdc =====
current_design Histogram

set clk_period 10.9
set clk_io_pct 0.2

create_clock -name clk0 -period $clk_period [get_ports {clk_i}]

set non_clock_inputs [all_inputs -no_clocks]
set_input_delay [expr $clk_period * $clk_io_pct] -clock clk0 $non_clock_inputs
set_output_delay [expr $clk_period * $clk_io_pct] -clock clk0 [all_outputs]

===== flow/design.v =====
`timescale 1ns / 1ps
module Histogram
    #(
        parameter C_DATA_WIDTH = 8,
        parameter C_QUANTITY = 16
    )
    (
        input clk_i,
        input rstn_i, 
        input valid_i,
        input write_en_i,
        input last_i,
        input [C_DATA_WIDTH - 1 : 0] data_i,
        output last_o,
        output valid_o,
        output [$clog2(C_QUANTITY) - 1 : 0] data_o
    );
    reg  valid_i_r;                                      
    reg  [C_DATA_WIDTH - 1 : 0] data_i_r;
    reg  valid_o;                     
    reg  [$clog2(C_QUANTITY) - 1 : 0] data_o;              
    wire [$clog2(C_QUANTITY) - 1 : 0] write_address;         
    wire [$clog2(C_QUANTITY) - 1 : 0] read_address;          
    wire inc_rst;                                            
    wire inc_en;                                             
    reg  [(2**C_DATA_WIDTH) - 1 : 0] out_pixel_count;
    reg  [(2**C_DATA_WIDTH) - 1 : 0] _out_pixel_count;                                 
    wire [C_DATA_WIDTH - 1 : 0] inc_data;              
    wire [$clog2(C_QUANTITY) - 1 : 0] inc_count_fb;          
    reg  [$clog2(C_QUANTITY) - 1 : 0] inc_count;             
    always @ (posedge clk_i) begin
        if (!rstn_i) begin
            valid_i_r  <= 1'b0;
            data_i_r   <= {C_DATA_WIDTH{1'b0}};
        end
        else begin
            valid_i_r  <= valid_i;
            data_i_r   <= data_i;
        end
    end   
    always @ (posedge clk_i) begin
        if (inc_rst)
            inc_count <= {{$clog2(C_QUANTITY){1'b0}}, 1'b1};
        else if (inc_en)
            inc_count <= inc_count + {{$clog2(C_QUANTITY)-1{1'b0}}, 1'b1};
        else
            inc_count <= inc_count;
    end
    reg statistics_flag;
    always @ (posedge clk_i) begin
        if (!rstn_i) begin
            statistics_flag <= 1'b1;
        end
        else begin
            if (last_i & valid_i_r) begin
                statistics_flag <= 1'b0;
            end
            else begin
                statistics_flag <= statistics_flag;
            end
        end
    end
    always @ (posedge clk_i) begin
        if (statistics_flag) begin
            out_pixel_count <= 1'b0;
        end
        else begin
            if (out_pixel_count < (2**C_DATA_WIDTH - 1)) begin
                data_o <= inc_count_fb;  
                out_pixel_count <= out_pixel_count + 1'b1;
            end
            else if (out_pixel_count == ((2**C_DATA_WIDTH) - 1)) begin
                statistics_flag = 1'b1;
            end
        end
    end   
    assign inc_rst = ((data_i_r != data_i) | ((valid_i == 1'b1) & (valid_i_r == 1'b0))) ? 1'b1 :1'b0;
    assign inc_en = ((data_i_r == data_i) & (valid_i == 1'b1) & (valid_i_r == 1'b1)) ? 1'b1 : 1'b0;
    assign inc_data = (statistics_flag == 1'b1) ? inc_count + inc_count_fb : {C_DATA_WIDTH{1'b0}};
    assign write_en_i = (((data_i_r != data_i) & (valid_i == 1'b1)) | ((valid_i  == 1'b1) & (valid_i_r == 1'b0)));
    assign read_address = (statistics_flag == 1'b1) ? data_i : out_pixel_count;
    assign write_address = data_i_r;
    RAM_Generator RAM0
    (
        .clk_i(clk_i),
        .rstn_i(rstn_i),
        .write_en_i(write_en_i),
        .write_address_i(write_address),
        .read_address_i(read_address),
        .write_data_i(inc_data),
        .read_data_o(inc_count_fb)
    );
endmodule
`timescale 1ns / 1ps
module RAM_Generator
	#(
		parameter C_DATA_WIDTH   = 8,
		parameter C_DEPTH        = 16,
		parameter C_CE_IN        = 0
	)
	(
		input  clk_i,
        input  rstn_i,
		input  clk_en_i,
		input  write_en_i,
		input  [$clog2(C_DEPTH) - 1 : 0] write_address_i,
		input  [C_DATA_WIDTH - 1 : 0]    write_data_i,
		input  [$clog2(C_DEPTH) - 1 : 0] read_address_i,
		output [C_DATA_WIDTH - 1 : 0]    read_data_o
	);
	reg [C_DATA_WIDTH - 1 : 0] read_data_r;
	reg [C_DATA_WIDTH - 1 : 0] buffer [C_DEPTH - 1 : 0];
	wire clk_en = C_CE_IN ? clk_en_i : 1;
	assign read_data_o = read_data_r;
    integer i;
    initial begin
        for (i = 0; i < C_DEPTH; i = i + 1) begin
            buffer[i] <= 0; 
        end
        read_data_r <= 0;
    end
    always @ (posedge clk_i) begin
        if (clk_en) begin
            if (write_en_i) begin
                buffer[write_address_i] <= write_data_i;
            end
            read_data_r <= buffer[read_address_i];
        end
    end
endmodule

===== flow/config.mk =====
export PLATFORM = sky130hd
export DESIGN_NAME = Histogram
export DESIGN_NICKNAME = Histogram
export VERILOG_FILES = /design/flow/design.v
export SDC_FILE = /design/flow/constraint.sdc
export NUM_CORES = 4
export LEC_CHECK = 1
export CORE_UTILIZATION = 50

===== flow/run.sh =====
#!/bin/bash
# OpenROAD 26Q1-2900-gdf79404cd8, Yosys 0.63+post, stock flow scripts
make -C /OpenROAD-flow-scripts/flow DESIGN_CONFIG=/design/flow/config.mk WORK_HOME=/design/flow/orfs finish

==> impl_summary.log <==
[metrics] run summary
[metrics] YS warnings: 3
[metrics] last stage reached: synthesis
[metrics] compound-cell area share of the yosys netlist: 0.0170
[metrics] mux frac, synth: 0.0390
[metrics] synthesized-area fraction occupied by xor and xnor cells: 0.00870
[metrics] result of the run: did not finish
[metrics] biggest area consumer among synthesized cells: sky130_fd_sc_hd__dfxtp_1
[metrics] Area leader share: 0.497
[metrics] adder and majority cell fraction of the synthesized area: 0.00746
[metrics] synth top area cells: sky130_fd_sc_hd__dfxtp_1, sky130_fd_sc_hd__edfxtp_1, sky130_fd_sc_hd__nor2b_1, sky130_fd_sc_hd__nor4_1, sky130_fd_sc_hd__mux4_2
[metrics] synthesized flop and latch total: 343
[metrics] main kind of combinational logic by area: simple AND/OR/NAND/NOR gates
[metrics] async set-or-reset flop fraction in the synthesized netlist: 0
[metrics] number of synthesized flops with an enable pin: 68
[metrics] Most used DFF post-synth: sky130_fd_sc_hd__dfxtp_1
[metrics] post-synthesis share of cell area spent on and, or, nand and nor gates: 0.230
[metrics] first error in the log: ERROR: Found 2 problems in 'check -assert'.
[metrics] number of cell instances after yosys synthesis: 869
[metrics] distinct lib cells: 41
[metrics] sequential share of the synthesized area: 0.682
[metrics] yosys synthesis chip area: 11100 sq um
-- synth_stat cells, types with 3 or more instances --
cell	number
sky130_fd_sc_hd__clkbuf_1	31
sky130_fd_sc_hd__nand2_1	12
sky130_fd_sc_hd__and2_1	13
sky130_fd_sc_hd__dfxtp_1	275
sky130_fd_sc_hd__mux2i_1	6
sky130_fd_sc_hd__nor2b_1	254
sky130_fd_sc_hd__buf_2	5
sky130_fd_sc_hd__a21oi_1	14
sky130_fd_sc_hd__nand4_1	17
sky130_fd_sc_hd__or4_1	3
sky130_fd_sc_hd__and3_1	4
sky130_fd_sc_hd__ha_1	5
sky130_fd_sc_hd__nor4_1	62
sky130_fd_sc_hd__nor3_1	6
sky130_fd_sc_hd__o21ai_0	5
sky130_fd_sc_hd__nand3_1	7
sky130_fd_sc_hd__buf_4	3
sky130_fd_sc_hd__nor4_2	6
sky130_fd_sc_hd__mux4_2	16
sky130_fd_sc_hd__or3_1	3
sky130_fd_sc_hd__nor2_1	16
sky130_fd_sc_hd__xor2_1	10
sky130_fd_sc_hd__edfxtp_1	68
sky130_fd_sc_hd__nand2b_1	5
sky130_fd_sc_hd__a211oi_1	4
-- logic make-up after synthesis --
family	Yosys count
AND/OR/NAND/NOR	413
XOR/XNOR	11
flip-flops	343
adder cells (fa/ha/maj)	6
buffers and inverters	41
AND-OR/OR-AND	31
multiplexers	23
other	1
